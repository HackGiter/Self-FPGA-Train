`flow/constraint.sdc`:
```
current_design fre_count

set clk_period 1.0
set clk_io_pct 0.2

create_clock -name clk0 -period $clk_period [get_ports {clk}]
create_clock -name clk1 -period $clk_period [get_ports {signal}]

set non_clock_inputs [all_inputs -no_clocks]
set_input_delay [expr $clk_period * $clk_io_pct] -clock clk0 $non_clock_inputs
set_output_delay [expr $clk_period * $clk_io_pct] -clock clk0 [all_outputs]
```
`flow/config.mk`:
```
export PLATFORM = sky130hd
export DESIGN_NAME = fre_count
export DESIGN_NICKNAME = fre_count
export VERILOG_FILES = /design/flow/design.v
export SDC_FILE = /design/flow/constraint.sdc
export NUM_CORES = 4
export LEC_CHECK = 1
export CORE_AREA = 10 10 94 94
export DIE_AREA = 0 0 104 104
```
`flow/design.v`:
```
`timescale 1ns / 1ps
module count10(
out,
cout,
en,
clr,
clk
    );
    output[3:0] out;
    output cout;
    input en, clr, clk;
    reg[3:0] out;
    always @(posedge clk or posedge clr)
        begin
            if (clr) out = 0;
            else if (en)
                begin
                    if (out==9) out = 0;
                    else out = out + 1;
                end
        end
     assign cout = ((out==9)&en)?1:0;
endmodule
`timescale 1ns / 1ps
module fre_count(
signal,
clk,
rst,
QO
    );
    input signal, clk, rst;
    output[15:0] QO;
    wire cout1, cout2, cout3, cout4, count_en, count_clr, load;
    wire[15:0] din;
    fre_ctrl fc(clk, rst, count_en, count_clr, load);
    count10 c1(din[3:0], cout1, count_en, count_clr, signal);
    count10 c2(din[7:4], cout2, count_en, count_clr, cout1);
    count10 c3(din[11:8], cout3, count_en, count_clr, cout2);
    count10 c4(din[15:12], cout4, count_en, count_clr, cout3);
    latch_16 l16(QO, din, load);
endmodule
`timescale 1ns / 1ps
module fre_ctrl(
clk,
rst,
count_en,
count_clr,
load
    );
    output count_en, count_clr, load;
    input clk, rst;
    reg count_en, load;
    always @(posedge clk or posedge rst)
        begin
            if (rst) begin count_en = 0; load = 1; end
            else begin count_en = ~ count_en; load = ~ count_en; end
        end
    assign count_clr = ~ clk & load;
endmodule
`timescale 1ns / 1ps
module latch_16(
go, din, load
    );
    output[15:0] go;
    input[15:0] din;
    input load;
    reg[15:0] go;
    always @(posedge load)
        begin 
            go = din;
        end
endmodule
```
`flow/run.sh`:
```
#!/bin/bash
# OpenROAD 26Q1-2900-gdf79404cd8, Yosys 0.63+post, stock flow scripts
make -C /OpenROAD-flow-scripts/flow DESIGN_CONFIG=/design/flow/config.mk WORK_HOME=/design/flow/orfs finish
```
==> flow_summary.yaml <==
# yosys + openroad results
drt:
  post_drt_via_cell_ratio: 3.221
  drc: 0
  firstDrtPassIters: 4
  drt-wirelength-per-cell_um: 9.036
  initialDrtViolationCount: 16
  insertedDiodeCount: 0
  drtAntennaViolNets: 0
  drt_wl_total_mm: 2.006
  via_count: 715
critical_path:
  r2r-end: "c1.out[1]"
  crit_type: "flip-flop to flip-flop"
  crit_slowest_cell: "dfrtp_1"
  end_kind: "flip-flop"
  worstPathMaxFanout: 4
  rrSetupSlack_ns: 0.01
  cp_top_family: "flip-flops"
  max_stage_delay_ns: 0.38
  arrival_ns: 1.09
  reg2reg_from: "fc.count_en"
  crit_path_start_kind: "flip-flop"
  cp_cell_sequence: "buf_6 > nand2_4 > nor3_2 > a21o_1"
  worst-r2r-cell-count: 4
  path_buffers: 1
  required_ns: 1.10
floorplan:
  rows: 30
  die_w_um: 104
  core_area_sq_mm: 0.006832
  dieArea_sq_mm: 0.01082
  fp_util_pct: 16.59
  fp.dieH_um: 104
  ios: 19
final_timing:
  rsz0062_at_grt: "true"
  untimed_endpoints: 44
  worst_slew_pin_slew_ns: 0.5103
  hold_ws_ns: 0.04452
  unclocked_regs: 28
  hold_viol: 0
  slew_headroom_pct: 65.91
  drv_slew: 0
  setup_violations: 0
  clock_skew_ns: 0.007633
logic_synthesis:
  syn_inst: 90
  ys_cells: 90
  avgSynthCellArea_sq_um: 12.60
  synth_cell_type_count: 21
  netlist_area_sq_mm: 0.001134
  synth_seq_share_pct: 68.10
  ys_area_sq_mm: 0.001134
  yosysWarnings: 3
  ys_ff: 34
global_routing:
  grt_max_degree: 17
  grt_usage_pct: 3.943
  grt_pass1_vias: 834
  antenna_found_initial: 0
  grt_pass1_wl_mm: 3.512
  grt_overflow: 0
final_layout:
  areaGrowthSynthToFinish_pct: 47.02
  final_util_pct: 24.40
  layout-drive-gt1-share_pct: 23.02
  stdcell_count: 222
pwr:
  p_per_area_mw_per_mm2: 1194
  ir_drop_mv: 1.237
  leakage_nw: 0.7542
  power_mw: 1.990
placement:
  io_buffer_count: 17
  place.gp.congestion: 0.7351
  dp.cells: 205
  hpwl_mm: 1.463
run:
  max-cap-violations: 0
  tool_warnings: 27
cts:
  cts_tree: "built"
  clk_pin_slew_ns: 0.03
outcome:
  status: "completed"
worst_hold_path:
  hold_class: "input port to async pin"
## sequential cells by signal, summed over array words and instances, names as in the netlist
| register | flops |
|---|---|
| c4.out | 4 |
| c2.out | 4 |
| fc.count_en | 1 |
| fc.load | 1 |
| c1.out | 4 |
| l16.go | 16 |
| c3.out | 4 |
## worst register-to-register path: cells and delay by family, from the launching register on
family,cells,cell delay (ns)
simple gates,2,0.10
flops,1,0.38
compound gates,1,0.16
buf+inv,1,0.13
## how the worst max path moves through the flow
stage	cells after the start	slack, ns	startpoint	endpoint
5_1_grt	4	-0.04	fc.count_en	c1.out[1]
4_1_cts	4	0.002	fc.count_en	c1.out[1]
6_report	4	0.01	fc.count_en	c1.out[1]
## layout make-up
cell class,instances,area [sq um]
Tap cell,96,120.1
Timing Repair Buffer,22,211.5
Clock buffer,15,196.4
Fill cell,723,5165
Sequential cell,34,772.0
Inverter,5,18.77
Multi-Input combinational cell,50,347.8
## timing repair
| item | in CTS | in global routing |
|---|---|---|
| hold buffers | 0 | 0 |
| setup endpoints to repair | 1 | 2 |
| resized | 2 | 5 |
| setup buffers | 1 | 1 |
| pin swaps | 2 | 3 |
## cell usage in the layout, fill, tap and decap left out, drive strengths merged
cell type / count
a21o: 3
a21oi: 1
and4b: 3
buf: 5
clkbuf: 15
clkdlybuf4s50: 17
dfrtp: 17
dfstp: 1
dfxtp: 16
inv: 5
mux2: 1
nand2: 8
nand2b: 1
nand3: 4
nor2b: 6
nor3: 3
nor3b: 3
o21ai: 8
o22ai: 1
xnor2: 4
xor2: 4
## metal layers
metal	GRT usage (%)	share of wire, %	up-vias
met5	0	0	-
met4	1.789	0.40	0
met3	3.446	11	2
met2	5.495	44	26
met1	4.075	45	314
li1	-	-	373
## power by group
group / total (mW) / internal [mW] / switching (mW)
clock network: 1.75 / 1.24 / 0.518
registers: 0.231 / 0.231 / 0
logic: 0.00572 / 0.00366 / 0.00206
## cell usage after synthesis
cell type  instances  area (sq um)
nor2b_1            6         37.54
nand3_2            1         10.01
mux2_4             1         15.01
buf_6              1         11.26
nor3b_1            3         22.52
nand2_2            1         6.260
xnor2_1            4         35.03
nand2b_1           1         6.260
o21ai_0            8         40.04
and4b_2            3         33.78
dfrtp_1           17         425.4
nand3_1            3         15.01
a21o_1             3         22.52
dfstp_2            1         26.28
o22ai_1            1         6.260
inv_1              5         18.77
nor3_1             3         15.01
xor2_1             4         35.03
nand2_1            7         26.28
dfxtp_1           16         320.3
a21oi_1            1         5.000
## metrics by stage
stage                     setup TNS [ns]  area (sq um)  setup WS [ns]
after floorplan                        0          1134        0.01762
after global placement                 0          1435        0.05659
after detailed placement               0          1435        0.04046
after CTS                              0          1644       0.002009
after global routing            -0.09027          1667       -0.04131
final                                  0          1667        0.01107
## cell families after synthesis
kind of cell              Yosys count  share of synthesized area (%)
DFF                                34                          68.10
and+or+nand+nor                    28                          15.23
AOI/OAI and AO/OA                  13                          6.512
xor gates and xnor gates            8                          6.180
buffers and inverters               6                          2.649
muxes                               1                          1.324
Power figures rest on the tool's default switching activity, not on a simulated workload.
