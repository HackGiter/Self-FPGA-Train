`/design/flow/config.mk`:
```
export PLATFORM = sky130hd
export DESIGN_NAME = high_speed_pursuit
export DESIGN_NICKNAME = high_speed_pursuit
export VERILOG_FILES = /design/flow/design.v
export SDC_FILE = /design/flow/constraint.sdc
export NUM_CORES = 4
export LEC_CHECK = 1
export CORE_UTILIZATION = 30
```
`/design/flow/constraint.sdc`:
```
current_design high_speed_pursuit

set clk_period 6.3
set clk_io_pct 0.2

create_clock -name clk0 -period $clk_period [get_ports {clk}]

set non_clock_inputs [all_inputs -no_clocks]
set_input_delay [expr $clk_period * $clk_io_pct] -clock clk0 $non_clock_inputs
set_output_delay [expr $clk_period * $clk_io_pct] -clock clk0 [all_outputs]
```
`/design/flow/design.v`:
```
`timescale 1ns / 1ps
module high_speed_pursuit(
clk, speaker
    );
    input clk;
    output speaker;
    reg [27:0] tone;
    initial
    begin
    tone <= 0;
    end
    always @(posedge clk) tone <= tone + 1;
    wire [6:0] fastsweep = (tone[22]?tone[21:15] : ~tone[21:15]);
    wire [6:0] slowsweep = (tone[22]?tone[24:18] : ~tone[24:18]);
    wire [14:0] clkdivider = {2'b01, (tone[27] ? slowsweep : fastsweep), 6'b000000};
    reg [14:0] counter;
    initial
    begin
    counter <= 0;
    end
    always @(posedge clk) if (counter == 0) counter <= clkdivider; else counter <= counter - 1;
    reg speaker;
    initial
    begin
    speaker <= 0;
    end
    always @(posedge clk) if (counter == 0) speaker <= ~speaker;
endmodule
```
`/design/flow/run.sh`:
```
#!/bin/bash
# OpenROAD 26Q1-2900-gdf79404cd8, Yosys 0.63+post, stock flow scripts
make -C /OpenROAD-flow-scripts/flow DESIGN_CONFIG=/design/flow/config.mk WORK_HOME=/design/flow/orfs finish
```
==> results.cfg <==
; flow metrics
[synthesis]
ys_cells = 198
yosysWarnings = 1
postSynthCellCount = 198
ys_seq_share_pct = 45.7
yosys-stat-area_mm2 = 0.00195
syn_area_per_cell_um2 = 9.85
synth_area_mm2 = 0.00195
ys_seq_elements = 44
ys_types = 31

[global_route]
overflow = 0
grt_pass1_vias = 1169
grt_pass1_wl_um = 5120
grt_usage_pct = 9.71
antenna_found_initial = 0
grt_max_degree = 15

[timing]
hold_viol = 0
timing.final.ws_setup_ns = 3.95
tns_ns = 0
hold_slack_ns = 0.425
max_freq_mhz = 425
period_used_pct = 37.3
min_period_ns = 2.35
fin_skew_ns = 0.00787
slew_viol_final = 0
rsz0062_at_grt = false
setup_viol = 0
relSlewSlack_pct = 54.5
worst_pin_slew_ns = 0.681

[critical_path]
path_max_fanout = 2
start_kind = flip-flop
slowest_stage = clkdlybuf4s50_1
crit_buf_inv = 1
regToRegSetupSlack_ns = 4.12
cp-end-kind = primary output
path_class = reg -> out
critPathArrivalTime_ns = 1.09
critical_path.cell_chain = clkdlybuf4s50_1
slowest_delay_ns = 0.45
worstPathRequired_ns = 5.04
critical-path-top-delay-family = buffers and inverters

[clock_network]
root_buffer = clkbuf_8
clkTransAtPathRegs_ns = 0.08
cts_resized = 0
cts_max_level = 2
cts_hold_buffers = 0
post_cts_buffers = 0
cts_buffer_depth = 2
clock_latency_ns = 0.29
cts_tree = yes
cts_sinks = 44
cts_buffers = 5

[place]
dpl_worst_slack_ns = 4.10
io_buffers = 1
dpl-instance-area_mm2 = 0.00204
place_congestion = 0.759
hpwl_um = 1960

[floorplan]
die_y_um = 82.6
fp_util_pct = 30.9
die_area_mm2 = 0.00682
ioPinCount = 2
rows = 29
coreArea_mm2 = 0.00631
die_x_um = 82.6

[routing]
drc_errors = 0
drt_first_iter_violations = 31
drt-total-wl_um = 2860
dr.pass1.iters = 6
antenna_left = 0
antenna_cells = 0
routedWlPerCell_um = 10.1
routed_via_density = 4.53
vias = 1278

[finish]
syn2layout_area_growth_pct = 9.69
drive_above_1_share_pct = 6.34
n_fill_cell = 649
final_util_pct = 33.9
stdcell_area_mm2 = 0.00214

[min_path]
hp-class = reg -> reg

[power]
pwr-share-comb_pct = 0
p_sw_share_pct = 20.2
seqPwrFrac_pct = 60.4
p_leak_nw = 0.720
ir_worst_vdd_v = 0.000104
p_int_mw = 0.368
clockPowerShare_pct = 39.6
switchingPower_mw = 0.0932
power_density_mw_per_mm2 = 216

[run]
warnings = 26
drv_cap = 0

[run_status]
status = finished clean
## final timing paths
path                    start      end  depth (start not counted)
setup reg to reg  counter[10]  speaker                          3
setup / recovery      speaker  speaker                          1
hold / removal        tone[0]  tone[0]                          1
hold reg to reg       tone[0]  tone[0]                          1
## state kept, by name, summed over array words and instances (netlist names)
signal   cells
tone        28
counter     15
speaker      1
## metrics by stage
stage	std cells	total power, mW
finish	282	0.461
global route	282	0.481
CTS	282	0.468
detailed placement	274	0.285
global placement	274	0.285
floorplan	198	0.285
## cell usage in the layout, fill, tap and decap left out, drive strengths merged, types with 2 or more instances in the layout
cell type,count
and3,4
o21ai,3
nand3b,2
nand2,16
nor2b,2
nor4,6
a21oi,2
clkbuf,7
xnor2,30
mux2i,10
nor2,17
inv,7
nor3,6
mux2,2
ha,5
dfxtp,43
xor2,13
nand4,6
nand3,13
or4,2
## synthesized netlist by cell type, drive strengths merged
library cell / count / area [um2]
buf: 1 / 11.3
nand4b: 1 / 8.76
o31ai: 1 / 7.51
nand3b: 2 / 15.0
o21ai: 3 / 15.0
nor4: 6 / 43.8
edfxtp: 1 / 30.0
xor2: 13 / 114
and2: 1 / 6.26
mux2: 2 / 22.5
nand4: 6 / 37.5
inv: 7 / 26.3
nand2: 16 / 60.1
clkbuf: 2 / 7.51
dfxtp: 43 / 861
nor2b: 2 / 12.5
ha: 5 / 62.6
nor4bb: 1 / 10.0
mux2i: 10 / 100
or3: 1 / 11.3
nand3: 13 / 65.1
nor3: 6 / 41.3
or4: 2 / 18.8
and3: 4 / 25.0
a21oi: 2 / 10.0
xnor2: 30 / 263
nor2: 17 / 63.8
## cell type report
class                           count  area [um2]  area share [%]
Multi-Input combinational cell    144        1010            47.4
Sequential cell                    44         891            41.7
Tap cell                           77        96.3            4.51
Clock buffer                        7        86.3            4.04
Inverter                            7        26.3            1.23
Timing Repair Buffer                2        17.5           0.819
Clock inverter                      1        7.51           0.351
## layer usage
layer	global-route usage, %	up-vias	share of wire [%]
met5	0	-	0
met4	1.38	0	1.1
met3	2.45	5	3.4
met2	14.5	10	40
met1	14.7	578	56
li1	-	685	-
## cells by family (layout without fill, tap and decap cells)
logic type	count (synthesis)	in the layout	share of synthesized area (%)
and+or+nand+nor	78	78	21.5
DFF	44	44	45.7
xor gates and xnor gates	43	43	19.3
muxes	12	12	6.29
buffers and inverters	10	17	2.31
AOI/OAI and AO/OA	6	6	1.67
adders and majority gates	5	5	3.21
## power by group through the flow
stage | combinational, mW | clock, mW | sequential (mW)
CTS | 0.000000318 | 0.190 | 0.279
global route | 0.000000318 | 0.202 | 0.279
finish | 0.000000318 | 0.182 | 0.279
Power figures rest on the tool's default switching activity, not on a simulated workload.
